### design.v
module stimulus;
   reg [15:0] A, B;
   reg 	     as;
   wire [15:0] sum;
   wire       cout;
   reg       clk;
   adder16 ADDER_16(sum, cout, A, B, as, clk);
   initial
     begin
	$monitor($time, "A = %b, B = %b, as = %b, ---> cout = %b, sum = %b %d\n", A, B, as, cout, sum, sum);
     end
   initial
     begin
	clk = 0;
	A = 16'd0;
	B = 16'd0;
	as = 0;
	#5 A = 16'd16;
	B = 16'd3;
	#10 A = 16'd32768;
	B = 16'd32768;
	as = 1;
	#10 A = 16'd33000;
	B = 16'd18000;
	#10 A = 16'd60000;
	B = 16'd33000;
	#10 A = 16'd1200;
	B = 16'd03;
	#10 A = 16'd99;
	B = 16'd99;
	as = 0;
	#10 A = 16'd100;
	B = 16'd1;
	as = 1;
	#10 A = 16'd1;
	B = 1;
	as = 0;
     end  
   always
     begin
	#5 clk = ~clk;
     end
endmodule  
module cla4(out, cout, in1, in2, c0);
   output [3:0] out;
   output 	cout;
   input [3:0] in1, in2;
   input c0;
   wire g0, g1, g2, g3;
   wire p0, p1, p2, p3;
   wire c1, c2, c3;
   and(g0, in1[0], in2[0]);
   and(g1, in1[1], in2[1]);
   and(g2, in1[2], in2[2]);
   and(g3, in1[3], in2[3]);
   xor(p0, in1[0], in2[0]);
   xor(p1, in1[1], in2[1]);
   xor(p2, in1[2], in2[2]);
   xor(p3, in1[3], in2[3]);
   wire p01, p02, p03, p12, p13, p23;
   wire cp0, cp01, cp02, cp03;
   and(cp0, c0, p0);
   and(cp01, c0, p0, p1);
   and(cp02, c0, p0, p1, p2);
   and(cp03, c0, p0, p1, p2, p3);
   or(c1, g0, cp0);
   wire g0p1, g1p2, g0p12, g2p3, g1p23, g0p13;
   and(g0p1, g0, p1);
   and(g1p2, g1, p2);
   and(g0p12, g0, p1, p2);
   and(g2p3, g2, p3);
   and(g1p23, g1, p2, p3);
   and(g0p13, g0, p1, p2, p3);
   or(c2, g1, g0p1, cp01);
   or(c3, g2, g1p2, g0p12, cp02);
   or(cout, g3, g2p3, g1p23, g0p13, cp03);
   xor(out[0], p0, c0);
   xor(out[1], p1, c1);
   xor(out[2], p2, c2);
   xor(out[3], p3, c3);
endmodule  
module adder16(out, cout, in1, in2, as, clk);
   output [15:0] out;
   output 	 cout;
   input [15:0]  in1, in2;
   input 	 as;
   input 	 clk;
   wire 	 c4, c8, c12;
   wire [15:0] 	 in2m;
   wire 	 cout0, cout1, cout2;
   wire [3:0] 	 out0, out1, out2;
   reg [32:0] 	 ISB1;
   reg [28:0] 	 ISB2;
   reg [24:0] 	 ISB3;
   reg [20:0] 	 ISB4;
   xor(in2m[0], in2[0], as);
   xor(in2m[1], in2[1], as);
   xor(in2m[2], in2[2], as);
   xor(in2m[3], in2[3], as);
   xor(in2m[4], in2[4], as);
   xor(in2m[5], in2[5], as);
   xor(in2m[6], in2[6], as);
   xor(in2m[7], in2[7], as);
   xor(in2m[8], in2[8], as);
   xor(in2m[9], in2[9], as);
   xor(in2m[10], in2[10], as);
   xor(in2m[11], in2[11], as);
   xor(in2m[12], in2[12], as);
   xor(in2m[13], in2[13], as);
   xor(in2m[14], in2[14], as);
   xor(in2m[15], in2[15], as);
   cla4 CLA0(out0, cout0, ISB1[3:0], ISB1[19:16], ISB1[32]);
   cla4 CLA1(out1, cout1, ISB2[3:0], ISB2[15:12], ISB2[28]);
   cla4 CLA2(out2, cout2, ISB3[3:0], ISB3[11:8], ISB3[24]);
   cla4 CLA3(out[15:12], cout, ISB4[3:0], ISB4[7:4], ISB4[20]);
   assign out[11:0] = ISB4[19:8];
   always @(posedge clk)
     begin
	ISB4[3:0] = ISB3[7:4];
	ISB4[7:4] = ISB3[15:12];
	ISB4[15:8] = ISB3[23:16];
	ISB4[19:16] = out2;
	ISB4[20] = cout2;
	ISB3[7:0] = ISB2[11:4];
	ISB3[15:8] = ISB2[23:16];
	ISB3[19:16] = ISB2[27:24];
	ISB3[23:20] = out1;
	ISB3[24] = cout1;
	ISB2[11:0] = ISB1[15:4];
	ISB2[23:12] = ISB1[31:20];
	ISB2[27:24] = out0;
	ISB2[28] = cout0;
	ISB1[15:0] = in1;
	ISB1[31:16] = in2m;
	ISB1[32] = as;
     end
endmodule  
### run.sh
#!/bin/bash
# OpenROAD 26Q1-2900-gdf79404cd8, Yosys 0.63+post, stock flow scripts
make -C /OpenROAD-flow-scripts/flow DESIGN_CONFIG=/design/flow/config.mk WORK_HOME=/design/flow/orfs finish
### config.mk
export PLATFORM = sky130hd
export DESIGN_NAME = adder16
export DESIGN_NICKNAME = adder16
export VERILOG_FILES = /design/flow/design.v
export SDC_FILE = /design/flow/constraint.sdc
export NUM_CORES = 4
export LEC_CHECK = 1
export CORE_UTILIZATION = 30
### constraint.sdc
current_design adder16

set clk_period 2.7
set clk_io_pct 0.2

create_clock -name clk0 -period $clk_period [get_ports {clk}]

set non_clock_inputs [all_inputs -no_clocks]
set_input_delay [expr $clk_period * $clk_io_pct] -clock clk0 $non_clock_inputs
set_output_delay [expr $clk_period * $clk_io_pct] -clock clk0 [all_outputs]
==> qor.csv <==
metric,value,unit
run_status,"complete, no violations",
synth.yosys.seq_area_share,0.728,
finalWorstPathRequiredPeriod,2550,ps
synth_cell_types,14,
setup_ws,148,ps
yosys-stat-cells,202,
grt_setup_unrepaired,false,
syn_inst,202,
final_common_cell,sky130_fd_sc_hd__dfxtp_1,
diodes,0,
warnings,29,
tally_of_max_capacitance_violations,0,
holdCritPathClass,reg -> reg,
dr.pass1.iters,2,
syn_to_final_growth,27.9,%
htreeDepth,3,
via_count,1388,
starting_density_of_the_core,0.315,
timing.fmax,0.392,GHz
utilization,0.403,
grt-ovfl-total,0,
fp.coreArea,9420,um^2
drive_above_1_share,0.0639,
tritoncts,done,
grt_use_met3,0.0245,
remaining_number_of_nets_flagged_by_the_antenna_check_after_routing,0,
ws_path_type,reg -> out,
yosysWarnings,1,
final-hold-violation-count,0,
slew_violations,0,
synth.avg_cell_area,14.7,um^2
number_of_sinks_handled_by_clock_tree_synthesis,108,
rows,35,
ioPinCount,51,
worstSetupEndpointType,output port,
logic_area,718,um^2
clkTransAtPathRegs,100,ps
ctsLongestPathBuffers,2,
floorplan_die_area,10300,um^2
dieHeight,101,um
arrival,2010,ps
setup.worst_path.start_class,flop,
cts_root_buf,sky130_fd_sc_hd__clkbuf_8,
maximum_number_of_pins_on_one_net_before_global_route_repair,19,
fill_cells,855,
setup_viol,0,
clock_latency,350,ps
portBuffers,50,
post-synth-top-area-cell,sky130_fd_sc_hd__dfxtp_1,
post-dp-hpwl,2260,um
post_cts_hold_buffer_count,0,
worst_ep_required_time,2160,ps
initial_antenna_violation_count,0,
fin_tns_setup,0,ps
top_cell_area_share,0.728,
post_drt_via_cell_ratio,3.51,
drt_wl_total,3300,um
power_density,826,nW/um^2
skew,9.91,ps
layout_worst_path_cycle_share,0.945,
crit_fanout,2,
vias_in_the_first_global_route,1289,
leakagePower,1.66,nW
yosysChipArea,2970,um^2
mostFrequentLayoutCells,"sky130_fd_sc_hd__dfxtp_1 (108), sky130_fd_sc_hd__clkdlybuf4s50_1 (49), sky130_fd_sc_hd__xor2_1 (20), sky130_fd_sc_hd__ha_1 (20), sky130_fd_sc_hd__inv_1 (16)",
globalRoute.busiestLayer,met2,
syn_area,2970,um^2
wire_per_inst,8.36,um
post-cts-setup-buffers,0,
drt-initial-drc-count,18,
worst_pin_slew,280,ps
post-route-drc-count,0,
cts_inserted_buffers,9,
grt_first_pass_wirelength,5530,um
slew_headroom,0.813,
vdd_ir_drop_max,278,uV
globalRouteTotalUtil,0.0714,
final.hold.worst_slack,324,ps
chipWidth,101,um
gp_congestion,0.782,
global_route.usage.met2,0.118,
grt.met1_usage,0.0911,
dominant_cells_by_area_after_synthesis,"sky130_fd_sc_hd__dfxtp_1 (73%), sky130_fd_sc_hd__ha_1 (8.4%), sky130_fd_sc_hd__xor2_1 (5.9%), sky130_fd_sc_hd__fa_1 (2.7%), sky130_fd_sc_hd__xnor2_1 (2.4%)",
register_area,2160,um^2
synth-seq-cells,108,
detailedPlace.worstSlack,466,ps
==> repair_timing <==
| action | in CTS | in global routing |
|---|---|---|
| endpoints found under the hold margin | 0 | 0 |
| endpoints found under the setup margin | 0 | 2 |
| gates resized | 0 | 2 |
==> layout make-up <==
cell class | instances | share of cell area
clock buffers | 10 | 0.0363
clock inverters | 5 | 0.0122
inverters | 16 | 0.0158
multi-input cells | 76 | 0.189
flip-flops and latches | 108 | 0.570
well taps | 129 | 0.0425
repair buffers | 51 | 0.134
==> cell families (layout without fill, tap and decap cells) <==
| family | count (synthesis) | after routing | synth area share |
|---|---|---|---|
| xor+xnor | 28 | 28 | 0.0826 |
| simple gates | 8 | 8 | 0.0101 |
| buf+inv | 18 | 82 | 0.0308 |
| flops | 108 | 108 | 0.728 |
| fa+ha+maj | 24 | 24 | 0.111 |
| compound gates | 16 | 16 | 0.0371 |
==> sequential cells by signal (all words and copies together) (netlist names) <==
register and flops:
ISB4 21, ISB3 25, ISB2 29, ISB1 33
==> worst paths after layout <==
path / cells after the start / to / from / slack [ps]
worst max-delay path: 6 / cout / ISB4[4]$_DFF_P_ / 150
worst min-delay path: 0 / ISB3[6]$_DFF_P_ / ISB2[10]$_DFF_P_ / 320
worst max register to register: 5 / ISB3[24]$_DFF_P_ / ISB2[12]$_DFF_P_ / 1270
worst min register to register: 0 / ISB3[6]$_DFF_P_ / ISB2[10]$_DFF_P_ / 320
==> synth_stat cells, drive strengths merged <==
library cell,count
dfxtp,108
ha,20
xor2,20
inv,16
xnor2,8
a21o,4
a21oi,4
fa,4
nand2,4
nor2,4
o211ai,4
o21a,4
buf,2
==> routing by layer <==
layer / wire length, um / share of wire
met1: 1490 / 0.45
met2: 1540 / 0.47
met3: 190 / 0.058
met4: 87 / 0.026
met5: 0 / 0
==> worst max-delay path, cell delays in order, from the launching register on <==
cell,delay (ps)
sky130_fd_sc_hd__dfxtp_1,320
sky130_fd_sc_hd__ha_1,290
sky130_fd_sc_hd__ha_1,210
sky130_fd_sc_hd__o211ai_1,160
sky130_fd_sc_hd__nand2_1,110
sky130_fd_sc_hd__a21o_1,180
sky130_fd_sc_hd__clkdlybuf4s50_1,390
==> metrics by stage <==
stage / std cells / total power, mW / area (um^2)
after global routing: 395 / 3.33 / 3800
after CTS: 395 / 3.20 / 3790
after detailed placement: 380 / 2.29 / 3610
final: 395 / 3.14 / 3800
after global placement: 380 / 2.28 / 3610
after floorplan: 202 / 2.05 / 2970
==> power by group <==
part | switching (mW) | leakage, nW | total, mW | internal, mW
Sequential | 0.0500 | 0.911 | 1.86 | 1.81
Clock | 0.527 | 0.0948 | 0.898 | 0.371
Combinational | 0.115 | 0.654 | 0.379 | 0.264
Total | 0.692 | 1.66 | 3.14 | 2.44
Power is estimated from default activity; no workload was simulated.
